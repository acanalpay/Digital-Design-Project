==> flow/design.v <==
module converter(input logic clk, input logic [7:0][7:0] data_in,
     output logic[7:0] rowsOut,
     output logic shcp, stcp, mr, oe, ds);
     logic [7:0][7:0] data;
     always_comb
     for(int k=0; k<8; k++)
     for(int j=0; j<8; j++)
     begin
         data[7-j][k]=data_in[k][j];
     end
     logic f;
     logic [23:0] dstotal;
     int i; logic [2:0] a = 0;
     assign dstotal =  {data[a][7:0],16'b0};
      logic [7:0] counter =0;
       always_ff@(posedge clk)
       counter <= counter+1;
       assign f = counter[7];
       always_ff@(negedge f)
       if(i==410)
       i<=1;
       else
       i <= i+1;
       always_ff@(negedge clk)
       if(i<28)
       begin
       shcp<=f;
       stcp<=~f;
       end
       else
       begin
       shcp<=0;
       stcp<=1;
       end
       always_ff@(posedge f)
           if(i>28 && i<409)
           oe <= 0;
           else
           oe<= 1;
     always_ff@(negedge f)
     begin
     if(i<3)
     mr<=0;
     else
     mr<=1;
     if(i>2&&i<27)
     ds <= dstotal[i-3];
     else
     ds <=0;
     if(i==410) a <= a+1;
     end
     always_comb
     case(a)
     0: rowsOut = 1;
     1: rowsOut = 2;
     2: rowsOut = 4;
     3: rowsOut = 8;
     4: rowsOut = 16;
     5: rowsOut = 32;
     6: rowsOut = 64;
     7: rowsOut = 128;
     default: rowsOut = 0;
     endcase
endmodule
==> flow/run.sh <==
#!/bin/bash
# OpenROAD 26Q1-2900-gdf79404cd8, Yosys 0.63+post, stock flow scripts
make -C /OpenROAD-flow-scripts/flow DESIGN_CONFIG=/design/flow/config.mk WORK_HOME=/design/flow/orfs finish
==> flow/config.mk <==
export PLATFORM = sky130hd
export DESIGN_NAME = converter
export DESIGN_NICKNAME = converter
export VERILOG_FILES = /design/flow/design.v
export SDC_FILE = /design/flow/constraint.sdc
export NUM_CORES = 4
export LEC_CHECK = 1
export CORE_UTILIZATION = 30
==> flow/constraint.sdc <==
current_design converter

set clk_period 2.0
set clk_io_pct 0.2

create_clock -name clk0 -period $clk_period [get_ports {clk}]

set non_clock_inputs [all_inputs -no_clocks]
set_input_delay [expr $clk_period * $clk_io_pct] -clock clk0 $non_clock_inputs
set_output_delay [expr $clk_period * $clk_io_pct] -clock clk0 [all_outputs]
==> GITHUB_STEP_SUMMARY <==
## Implementation flow summary

| Metric | Value |
|---|---|
| Status | finished, violations left |
| Violated checks | negative setup slack |
| Power Total | 0.000576 W |
| Setup Skew | 0.0631 ns |
| FFs w/ async S/R, synth | 0% |
| Total number of vias | 2,152 |
| Avg Cell Area, Syn | 10.6 µm² |
| DRT Wirelength | 5.47 mm |
| Hold_buf cts | 0 |
| Most used routing layer | met2 |
| Total die area | 9610 µm² |
| Reg2reg path depth | 1 |
| Cell Chain, Critical Path | buf_2 |
| Post-CTS setup buffer count | 0 |
| Routed Antenna Nets | 0 |
| Area fraction in mux cells | 15.2% |
| Area after DPL | 3560 µm² |
| Critical path's top delay family | flip-flops |
| DR vias/cell | 4.88 |
| Leak Pwr | 1.26 nW |
| Clock root cell | clkbuf_8 |
| WS Path Type | reg2out |
| Hold Path Class | reg2reg |
| Number of cells in Yosys stat | 261 |
| Vias in the first global route | 2,084 |
| RSZ-0062 raised after global routing | true |
| Clk slew on worst S/H paths | 0.04 ns |
| CTS tree | built |
| Synth-to-Final Area Change | 30.0% |
| Grt met3 use | 2.25% |
| Compound-cell area share of the yosys netlist | 4.61% |
| First-pass GRT wire length | 9.18 mm |
| Yosys warning total | 1 |
| Sequential share of the synthesized area | 35.8% |
| Max-cap violations | 0 |
| Worst setup EP type | output pin |
| H-tree depth | 1 |
| Simple-Gate Area Share | 21.6% |
| Critical path launch point type | flip-flop |
| Floorplan row count | 34 |
| Share of cells above drive strength 1 | 6.61% |
| Worst setup margin | -0.0741 ns |
| Maximum fanout along the worst path | 1 |
| Post-synth EDFFs | 3 |
| Req. time, crit path | 1.60 ns |
| HPWL after detailed placement | 4.47 mm |
| Crit path arrival time | 1.67 ns |
| R2r setup slk | 0.46 ns |
| Die Y | 98.1 µm |
| Synthesized area | 2770 µm² |
| Slew headroom | 43.0% |
| Worst path slowest cell | dfxtp_1 |
| Pwr dens | 160 nW/µm² |
| IO Count | 78 |
| Hold Vio Cnt, Final | 0 |
| Initial antenna violation count | 0 |
| Gr ovfl total | 0 |
| Worst-Margin Slew | 0.848 ns |
| GP Congestion | 0.859 |
| Cell Type Count | 46 |
| Register pins left without a clock | 38 |
| Yosys chip area | 2770 µm² |
| Comb area leader | simple AND/OR/NAND/NOR gates |
| Met1 Use GR | 16.4% |
| Endpoints left unconstrained | 52 |
| Die width | 98.1 µm |
| CTS Buf Count | 3 |
| Pre-CTS WS | -0.135 ns |
| Main flop type | dfxtp_1 |
| Final Instance Area | 3600 µm² |
| Largest net degree at the start of global routing | 38 |
| M2 GR Usage | 20.9% |
| Worst VDD drop | 0.272 mV |
| Gate count of the mapped netlist | 261 |
| XOR Share, Synth | 11.7% |
| Slowest stage delay, CP | 0.28 ns |
| Slew Limit Fails | 0 |
| Crit. path cell count | 1 |
| Ys flops | 48 |
| Avg WL per Cell | 12.4 µm |
| Starting DRT DRC Count | 92 |
| Remaining DRCs | 0 |
| Filler cells | 834 |
| Max clock buf depth | 2 |
| Fin util | 40.9% |
| Tool Warnings | 36 |
| Core Footprint | 8810 µm² |
| Hold path depth | 1 |
| WP buf/inv | 1 |
| FP Util | 31.4% |
| Ant diodes | 0 |
| Final tally of setup violations | 2 |
| PortBufs | 77 |
| DRT Pass-1 Iters | 7 |
| Adder Share, Synth | 4.97% |
| Insertion Delay late pin | 0.30 ns |
| Tot GR Track Use | 11.9% |
[synth_stat cells, drive strengths merged, types with 4 or more instances]
cell type | instances | area share (%)
dfxtp | 45 | 33
and3 | 7 | 1.6
clkbuf | 4 | 2.0
a31oi | 4 | 0.90
nand3 | 16 | 3.5
buf | 7 | 2.4
nand2 | 19 | 2.6
ha | 11 | 5.0
nor4 | 8 | 2.4
mux4 | 16 | 15
nor3 | 7 | 1.9
inv | 12 | 1.6
nor2b | 4 | 0.90
xor2 | 11 | 3.5
nand4 | 11 | 2.5
nor2 | 21 | 2.8
xnor2 | 26 | 8.2
[layout make-up]
class                      count  area, µm²  area share [%]
multi-input combinational    190       1610            44.7
sequential                    48        991            27.5
timing repair buffer          78        768            21.3
inverter                      11       41.3            1.15
tap                          108        135            3.76
clock inverter                 3       12.5           0.348
clock buffer                   3       41.3            1.15
[metal layers]
layer / routed length, µm / share of wire [%]
met1: 2460 / 45
met2: 2600 / 47
met3: 406 / 7.4
met4: 0 / 0
met5: 0 / 0
[final timing paths]
check        startpoint    endpoint
max                shcp        shcp
min          counter[0]  counter[0]
max reg2reg  counter[7]        stcp
min reg2reg  counter[0]  counter[0]
[cell families (layout without fill, tap and decap cells)]
group	count (synthesis)	after routing
fa+ha+maj	11	11
mux	18	18
simple gates	106	106
compound gates	18	18
buf+inv	23	95
xor+xnor	37	37
flops	48	48
[stage by stage]
| step | hold WS (ns) | TNS, ns | cells |
|---|---|---|---|
| 3_3_place_gp | 0.388 | -0.266 | 436 |
| 2_1_floorplan | 0.379 | 0 | 261 |
| 6_report | 0.418 | -0.146 | 441 |
| 3_5_place_dp | 0.393 | -0.268 | 436 |
| 4_1_cts | 0.411 | -0.163 | 441 |
| 5_1_grt | 0.429 | -0.199 | 441 |
[registers in the layout (all words and copies together), names as in the netlist]
signal and count:
a 3, counter 8, ds 1, i 32
mr 1, oe 1, shcp 1, stcp 1
[placed cells by master, fill, tap and decap left out, drive strengths merged, types with 4 or more instances in the layout]
cell,netlist,routed
nand3,16,16
clkdlybuf4s50,0,75
ha,11,11
nor2,21,21
xnor2,26,26
dfxtp,45,45
nor3,7,7
xor2,11,11
inv,12,13
and3,7,7
nor4,8,8
a31oi,4,4
nand2,19,19
nand4,11,11
nor2b,4,4
mux4,16,16
[report_power, final]
group          total, W  switching (W)  internal [W]
logic          0.000153      0.0000221      0.000131
registers      0.000200              0      0.000200
clock network  0.000223      0.0000826      0.000140
total          0.000576       0.000105      0.000472
[timing repair]
item | CTS | global route
gates cloned | 0 | 0
gates resized | 6 | 0
setup endpoints to repair | 2 | 2
Power and IR drop assume default switching activity.
